## config.mk

```make
export PLATFORM = sky130hd
export DESIGN_NAME = regfile
export DESIGN_NICKNAME = regfile
export VERILOG_FILES = /design/flow/design.v
export SDC_FILE = /design/flow/constraint.sdc
export NUM_CORES = 4
export LEC_CHECK = 1
export CORE_UTILIZATION = 40
```

## run.sh

```bash
#!/bin/bash
# OpenROAD 26Q1-2900-gdf79404cd8, Yosys 0.63+post, stock flow scripts
make -C /OpenROAD-flow-scripts/flow DESIGN_CONFIG=/design/flow/config.mk WORK_HOME=/design/flow/orfs finish
```

## constraint.sdc

```tcl
current_design regfile

set clk_period 10.8
set clk_io_pct 0.2

create_clock -name clk0 -period $clk_period [get_ports {clock}]

set non_clock_inputs [all_inputs -no_clocks]
set_input_delay [expr $clk_period * $clk_io_pct] -clock clk0 $non_clock_inputs
set_output_delay [expr $clk_period * $clk_io_pct] -clock clk0 [all_outputs]
```

## design.v

```verilog
module regfile(
	clock, ctrl_writeEnable, ctrl_reset, ctrl_writeReg,
	ctrl_readRegA, ctrl_readRegB, data_writeReg, data_readRegA,
	data_readRegB
);
	input clock, ctrl_writeEnable, ctrl_reset;
	input [4:0] ctrl_writeReg, ctrl_readRegA, ctrl_readRegB;
	input [31:0] data_writeReg;
	output [31:0] data_readRegA, data_readRegB;
	reg[31:0] registers[31:0];
	integer i;
	initial begin
		for(i = 0; i < 32; i = i + 1)
			begin
				registers[i] = 32'd0;
			end
	end
	always @(posedge clock or posedge ctrl_reset)
	begin
		if(ctrl_reset)
			begin
				for(i = 0; i < 32; i = i + 1)
					begin
						registers[i] = 32'd0;
					end
			end
		else
			if(ctrl_writeEnable && ctrl_writeReg != 5'd0)
				registers[ctrl_writeReg] = data_writeReg;
	end
	assign data_readRegA = ctrl_writeEnable && (ctrl_writeReg == ctrl_readRegA) ? 32'bz : registers[ctrl_readRegA];
	assign data_readRegB = ctrl_writeEnable && (ctrl_writeReg == ctrl_readRegB) ? 32'bz : registers[ctrl_readRegB];
endmodule
```

==> out/metrics.cfg <==
[timing]
max_freq_mhz=106.0
rsz0062_at_grt=false
finalSetupViolations=0
hold_viol_final=0
slew_viol_final=0
fin_crit_ns=9.430
fin_crit_sh_pct=87.31
max-slew-margin-rel_pct=12.48
skew_ns=0
timing.final.ws_setup_ns=1.370
tightest_slew_ns=1.296
whs_ns=0.4047

[die]
chipArea_um2=129700
initCoreUtil_pct=40.28
fp.dieH_um=360.1
rows=131
pin_count=114
core_um2=127400
dieWidth_um=360.1

[placed_design]
hpwlAfterDp_mm=157.1
pre_cts_slack_ns=1.755
place_congestion=1.073
dp_cells=5918
port_buffers=113

[route]
avgViaCountPerCell=7.313
drt_iter0_drc=6117
detail-route-antenna-nets=0
drc_errors=0
firstDrtPassIters=16
dr_total_vias=44954
post_drt_wl_per_cell_um=43.25
wirelength_mm=265.9

[grt]
grt_max_degree=121
grt_pass1_vias=44094
grt_pass1_wl_mm=364.2
track_usage_pct=42.38
antenna_found_initial=26
grt_overflow_total=0

[synthesis]
synth.logic.top_family=multiplexers
synth_cell_types=65
synth-edff-count=0
synth_area_per_cell_um2=11.73
ys_sh_xor_pct=0
top_cells_by_count=dfrtp_1, mux2_2, a22oi_1
synthCells=4374
syn_area_um2=51300
area_leaders=dfrtp_1, mux2_2, a22oi_1
ys_warn_count=4
synth-async-reset-ratio_pct=100.0
yosysTopAreaCellShare_pct=49.95
ys_sh_mux_pct=23.36
yosysSeqAreaShare_pct=49.95
top_cell=dfrtp_1
yosys.area_share.adder_pct=0
ys_sh_aoi_pct=15.44
synth_stat.cells=4374
top_area_cell=dfrtp_1
simple_gate_share_pct=7.258
ys_ff=1024
synth-main-ff-cell=dfrtp_1
ys_area_um2=51300

[final_layout]
largest_register_ffs=1024
drive_above_1_share_pct=34.28
stdcell_count=6147
nFillCells=11270
areaGrowthSynthToFinish_pct=14.38

[worst_hold_path]
whs_endpoint=registers[0][13]$_DFFE_PP0P_
hold_depth=0
min_path_type=flip-flop to flip-flop
min_from=registers[0][13]$_DFFE_PP0P_

[clocking]
cts.sinks=1024
clk_path_buf_depth=3
clock_latency_ns=0.72
cts_inserted_buffers=111
cts_setup_buffers=0
cts-resized-gates=0
htree_num_levels=3
cts.clk_slew.worst_paths_ns=0.06
cts_tree=built
root_buffer=clkbuf_16
ctsHoldBuffers=0

[pwr]
powerDensity_nw_per_um2=186.6
p_leak_nw=25.36
ir_drop_v=0.0001284

[worst_setup_path]
r2r-end=registers[20][8]$_DFFE_PP0P_
critPathMaxStageDelay_ns=0.85
worstSetupPathType=primary input to output pin
r2r_slack_ns=9.91
cp.required_ns=8.64
start_kind=primary input
path_delay_family=buffers and inverters
crit_path_frequent_cell=buf_4
path_buffers=5
crit_fanout=21
rr_worst_depth=1
cp_cell_sequence=clkdlybuf4s50_1, buf_4, buf_4, nand3b_1, nor2_4, buf_4, a22oi_1, nand2_1, nor4_1, a21oi_1, clkdlybuf4s50_1
critPathArrivalTime_ns=7.27
r2r_start=registers[20][8]$_DFFE_PP0P_
cp_slowest_cell=nand3b_1
end_kind=output pin

[run_status]
status=completed

[flow_run]
warning_count=43
maxCapViolations=0

## metrics by stage
| stage | setup TNS (ns) | utilization, % | total power, W | area (µm²) |
|---|---|---|---|---|
| after global placement | 0 | 42.96 | 0.006808 | 54720 |
| after detailed placement | 0 | 42.96 | 0.006834 | 54720 |
| after global routing | 0 | 46.02 | 0.01125 | 58610 |
| after floorplan | -5605.31 | - | 0.006060 | 51300 |
| final | 0 | 46.07 | 0.01095 | 58680 |
| after CTS | 0 | 46.01 | 0.01088 | 58600 |
## cell type report
cell class,instances,area (µm²),share of cell area [%]
repair buffers,330,2793,4.759
clock buffers,156,3238,5.519
inverters,12,48.80,0.08316
clock inverters,43,646.9,1.102
well taps,1662,2079,3.544
diodes,30,75.07,0.1279
multi-input cells,2890,24170,41.19
flip-flops and latches,1024,25620,43.67
## report_power, final
| group | leakage, nW | internal, W | switching [W] | total (W) |
|---|---|---|---|---|
| clock | 1.91 | 0.00242 | 0.00167 | 0.00408 |
| combinational | 10.3 | 0.000822 | 0.000767 | 0.00159 |
| sequential | 13.1 | 0.00456 | 0.000717 | 0.00527 |
## cells by family after synthesis
group	Yosys count
buffers and inverters	460
and+or+nand+nor	752
AOI/OAI and AO/OA	1071
muxes	1067
DFF	1024
## metal layers
metal / routed length (µm) / GRT usage, % / vias up / part of all wire [%]
met3: 48900 / 31.49 / 1565 / 18
met2: 102500 / 53.44 / 4396 / 39
li1: - / - / 16702 / -
met4: 23900 / 27.04 / 40 / 9.0
met5: 762 / 2.960 / - / 0.29
met1: 89800 / 50.43 / 22251 / 34
## placed cells by master (no fill, tap or decap), types with 7 or more instances in the layout
cell,Yosys,routed
dfrtp_1,1024,1024
mux2_2,1008,1008
a22oi_1,757,757
buf_4,28,212
nand2_1,204,192
nor2_1,172,126
clkbuf_16,0,112
clkdlybuf4s50_1,0,104
nand4_1,102,102
a21oi_1,98,98
nor2_4,9,73
nor3_1,68,67
nand3_1,59,54
mux2i_1,51,51
o21ai_0,33,33
diode_2,0,30
a222oi_1,27,27
clkbuf_8,0,27
a22o_1,26,26
a221oi_1,24,24
nor4_1,22,22
a31oi_1,17,17
clkbuf_1,208,17
clkinv_2,0,16
nand2_2,2,14
bufinv_16,0,14
nor2b_1,14,13
nand2b_1,13,12
or3_1,14,12
inv_1,12,11
a2111oi_0,11,11
and4_1,10,10
o32a_1,9,9
and3_1,8,8
a32oi_1,8,8
o211ai_1,8,8
buf_2,159,8
nand3b_1,7,7
a2bb2oi_1,7,7
## worst max-delay path by stage
stage | depth (start not counted) | from | endpoint
6_report | 11 | ctrl_readRegA[1] | data_readRegA[4]
5_1_grt | 11 | ctrl_readRegA[1] | data_readRegA[4]
4_1_cts | 10 | ctrl_readRegA[1] | data_readRegA[24]
Power is estimated from default activity; no workload was simulated.
