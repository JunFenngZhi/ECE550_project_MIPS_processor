--- design.v ---
module Divider(
	input reset,      
	input in_clk,
	output reg out_clk   
);
	reg[3:0] count;
	initial begin
		count = 0;
		out_clk = 0;
	end
	always@(posedge in_clk or posedge reset) begin
		if(reset == 1) begin
			out_clk <= 0;
			count <= 0;
		end
		else begin
			if(count < 3)    
				count <= count + 4'b1;
			else begin
				count <= 0;
				out_clk <= ~out_clk;
			end
		end
	end
endmodule
module alu(data_operandA, data_operandB, ctrl_ALUopcode,
			ctrl_shiftamt, data_result, isNotEqual, isLessThan, overflow);
	input [31:0] data_operandA, data_operandB;
	input [4:0] ctrl_ALUopcode, ctrl_shiftamt;
	output [31:0] data_result;
	output isNotEqual, isLessThan, overflow;
	wire signed[31:0] inner_A, inner_B;
	reg signed[31:0] inner_result;
	reg inner_cout;
	initial begin
		inner_result = 32'b0;
		inner_cout = 1'b0;
	end
	assign inner_A = data_operandA;
	assign inner_B = data_operandB;
	assign data_result = inner_result;
	assign isNotEqual = inner_A != inner_B;
	assign isLessThan = inner_A < inner_B;
	assign overflow = inner_cout != inner_result[31];
	always @(ctrl_ALUopcode or inner_A or inner_B or ctrl_shiftamt)
		begin
			{inner_cout, inner_result} = inner_A + inner_B;
			case (ctrl_ALUopcode)
				0 : {inner_cout, inner_result} = inner_A + inner_B;   
				1 : {inner_cout, inner_result} = inner_A - inner_B;	 
				2 : inner_result = inner_A & inner_B;  			 
				3 : inner_result = inner_A | inner_B;  			 
				4 : inner_result = inner_A << ctrl_shiftamt;		 
				5 : inner_result = inner_A >>> ctrl_shiftamt;	 
			endcase
		end
endmodule
module pc (clk, reset, pc_next, pc);
	input[11:0] pc_next;
	input clk, reset;
	output[11:0] pc;
	reg[11:0] pc;
	initial
		begin
			pc = 12'd0;
		end
	always@(posedge clk or posedge reset) begin
		if(reset) begin
			pc <= 12'd0;
		end
		else begin
			pc <= pc_next;
		end
	end
endmodule
module processor(
    clock,                           
    reset,                           
    address_imem,                    
    q_imem,                          
    address_dmem,                    
    data,                            
    wren,                            
    q_dmem,                          
    ctrl_writeEnable,                
    ctrl_writeReg,                   
    ctrl_readRegA,                   
    ctrl_readRegB,                   
    data_writeReg,                   
    data_readRegA,                   
    data_readRegB                    
);
    input clock, reset;
    output [11:0] address_imem;
    input [31:0] q_imem;
    output [11:0] address_dmem;
    output [31:0] data;
    output wren;
    input [31:0] q_dmem;
    output ctrl_writeEnable;
    output [4:0] ctrl_writeReg, ctrl_readRegA, ctrl_readRegB;
    output [31:0] data_writeReg;
    input [31:0] data_readRegA, data_readRegB;
	 wire[11:0] pc, pc_next;
	 wire[31:0] data_operandB, data_result, sx_N, ovf_label;
	 wire[4:0] Opcode, ALU_op, rd, rs, rt, shamt;
	 wire clock_pc, is_alu, is_addi, is_add, is_sub, is_lw, is_ovf, is_add_ovf, is_sub_ovf, is_addi_ovf, isNotEqual, isLessThan,overflow, is_sw;
	 Divider clk_div_8(.reset(reset), .in_clk(clock), .out_clk(clock_pc));
	 pc instance_pc(.clk(clock_pc), .reset(reset), .pc_next(pc_next), .pc(pc));  
	 assign address_imem = pc[11:0];   
	 assign Opcode = q_imem[31:27];
	 assign rd = q_imem[26:22];
	 assign rs = q_imem[21:17];
	 assign rt = q_imem[16:12];
	 assign is_alu = Opcode == 5'b0000_0 ? 1'b1 : 1'b0;    
	 assign is_addi = Opcode == 5'b0010_1 ? 1'b1 : 1'b0;   
	 assign is_sw = Opcode == 5'b0011_1 ? 1'b1 : 1'b0; 	 
	 assign is_lw = Opcode == 5'b0100_0 ? 1'b1 : 1'b0; 	 
	 assign ALU_op = is_alu ? q_imem[6:2] : 5'd0;
	 assign shamt = is_alu ? q_imem[11:7] : 5'd0;
	 assign is_add = (is_alu & ALU_op == 5'b0000_0) ? 1'b1:1'b0;   
	 assign is_sub = (is_alu & ALU_op == 5'b0000_1) ? 1'b1:1'b0;   
	 assign sx_N[31:16] = q_imem[16] ? 16'hFFFF : 16'h0000;
	 assign sx_N[15:0] = q_imem[15:0];
	 assign data_operandB = (is_addi | is_lw | is_sw) ? sx_N : data_readRegB;
	 alu instance_alu(data_readRegA, data_operandB, ALU_op, shamt, data_result, isNotEqual, isLessThan, overflow);
	 assign is_add_ovf = overflow & is_add;
	 assign is_sub_ovf = overflow & is_sub;
	 assign is_addi_ovf = overflow & is_addi;
	 assign is_ovf = is_add_ovf | is_sub_ovf | is_addi_ovf;
	 assign ovf_label = is_ovf ? (is_add ? 32'd1 : (is_addi ? 32'd2 : 32'd3)) : 32'd0;
	 assign address_dmem = data_result[11:0];
	 assign data = data_readRegB;
	 wire counter_out;
	 counter my_counter(.clock(~clock), .insn_num(address_imem), .out(counter_out));
	 assign wren = is_sw & counter_out;
	 assign ctrl_readRegA = rs;
	 assign ctrl_readRegB = is_sw ? rd : rt;
	 assign ctrl_writeReg = q_imem == 32'd0 ? 5'd30 :(is_ovf ? 5'd30 : rd);     
	 assign data_writeReg = is_ovf ? ovf_label :(is_lw ? q_dmem : data_result);
	 assign ctrl_writeEnable = is_sw ? 1'b0 : 1'b1;
	 assign pc_next = pc + 12'd1;
endmodule
module counter (clock,insn_num,out);
 input clock;
 input[11:0] insn_num;
 output reg out;
 reg[3:0] count_0, count_1;
 initial  begin
	  out = 0;
	  count_0 = 4'b0;
	  count_1 = 4'b0;
 end
 always@(posedge clock) begin
	if(insn_num != 12'd0) begin
	  if(out == 1'b0) begin
		if (count_0 < 7) begin
			 out <= 0;
			 count_0 <= count_0 + 4'b1;
		end
		else begin
			 out <= 1;
			 count_0 <= 0;
			 count_1 <= count_1 + 4'b1;
		end
	  end
	  else begin
		if(count_1 < 1) begin
			 out <= 1;
			 count_1 <= count_1 + 4'b1;
		end
		else begin
			 out <= 0;
			 count_1 <= 0;
			 count_0 <= count_0 + 4'b1;
		end
	  end
	end
 end
endmodule
--- run.sh ---
#!/bin/bash
# OpenROAD 26Q1-2900-gdf79404cd8, Yosys 0.63+post, stock flow scripts
make -C /OpenROAD-flow-scripts/flow DESIGN_CONFIG=/design/flow/config.mk WORK_HOME=/design/flow/orfs finish
--- config.mk ---
export PLATFORM = sky130hd
export DESIGN_NAME = processor
export DESIGN_NICKNAME = processor
export VERILOG_FILES = /design/flow/design.v
export SDC_FILE = /design/flow/constraint.sdc
export NUM_CORES = 4
export LEC_CHECK = 1
export CORE_UTILIZATION = 50
--- constraint.sdc ---
current_design processor

set clk_period 31.1
set clk_io_pct 0.2

create_clock -name clk0 -period $clk_period [get_ports {clock}]

set non_clock_inputs [all_inputs -no_clocks]
set_input_delay [expr $clk_period * $clk_io_pct] -clock clk0 $non_clock_inputs
set_output_delay [expr $clk_period * $clk_io_pct] -clock clk0 [all_outputs]
==> reports/metrics.sh <==
SYNTH-SEQ-AREA-SHARE_PCT=6.198
RR_WORST_DEPTH=4
SYNTH_CELL_TYPE_COUNT=91
CTS-RESIZED-GATES=0
PLACEMENT_ROWS=54
LAYOUT-DRIVE-GT1-SHARE_PCT=5.065
TRITONCTS_CLOCK_TREE='built'
WORST_SLEW_PIN_SLEW_PS=936.6
GRT_OVERFLOW=0
PLACE_CONGESTION=1.073
AVGVIACOUNTPERCELL=6.701
UNCLOCKED_REGS=12
POSTLAYOUTSETUPSLACKWORST_PS=7835
ASYNC_FLOP_SHARE_PCT=65.38
TOTAL_POWER_uW=300.6
WORST_HOLD_STARTPOINT='clk_div_8.count[3]'
AREA_GROW_SYN2LAYOUT_PCT=20.44
LEAKAGEPOWER_uW=0.005616
CLOCKROOTBUFFER='clkbuf_16'
DRTPASS1ITERATIONS=6
GRT_SETUP_UNREPAIRED='no'
GRT_PASS1_WL_UM=78290
POSTCTSSETUPBUFFERS=0
DETAILEDROUTE.FIRSTITERATIONVIOLATIONS=1557
HOLD_VIOL=0
POWER.DENSITY_CELL_AREA_nW_PER_UM2=22.24
WORST_HOLD_PATH.NUM_CELLS=1
DP.FINAL_HPWL_UM=39900
IOS=235
ROUTE.DETAILED.WL_PER_INST_UM=24.29
POST_CTS_HOLD_BUFFER_COUNT=0
SYNTH.TOP_CELL.AREA_SHARE_PCT=11.48
TIMING_MAX_TRANSITION_VIOLATIONS_FINAL=0
TIMING.CRITICAL_PATH.REQUIRED_PS=24880
SYNTH_CELLS=1736
SYNTH.YOSYS.CHIP_AREA_UM2=11220
TIMING.SETUP.CRITICAL_PATH_CLASS='reg -> out'
DOMINANTREGCELLSYNTH='dfrtp_1'
ROUTE.ANTENNA.DIODE_COUNT=0
CTS.REPORTEDPATHS.CLKPINSLEW_PS=50
ENDPOINTS_LEFT_UNCONSTRAINED=25
DIE_Y_UM=151.8
REG2REG_FROM='my_counter.count_0[0]'
CRITICAL_PATH.STARTPOINT='my_counter.out'
DIE_WIDTH_UM=151.8
CTS_MAX_PATH_BUFFERS=2
CLOCK-SKEW-FINAL_PS=22.28
NUMSYNTHFLOPS=26
DIE-AREA_UM2=23050
CORE_AREA_UM2=21890
DP_SLACK_PS=8216
SETUP.WORST_PATH.START_CLASS='flip-flop'
YOSYS_CELLS=1736
TIMING.MAX_SLEW.REL_SLACK_PCT=36.77
LARGEST_NET_DEGREE_AT_THE_START_OF_GLOBAL_ROUTING=73
TRACK_USAGE_PCT=44.35
ROUTED-VIA-COUNT=14310
TOP_AREA_CELL='ha_1'
SETUP-TNS-FINAL_PS=0
NETLIST_AREA_UM2=11220
POWER.IR.VDD_WORST_uV=62.15
END_KIND='output pin'
PORT-BUFFER-COUNT=234
SYNTH.TOP_CELLS.BY_AREA='ha_1 11%, a21oi_1 7.6%, nand2_1 6.7%'
ANTENNA_LEFT=0
ANTENNA_FOUND_INITIAL=0
CRIT_PATH_MAX_FANOUT=8
CTS_INSERTED_BUFFERS=3
ROUTE.FINAL.WIRE_LENGTH_UM=51870
WORSTPATHARRIVAL_PS=17040
SYNTH.CELLS.MOST_FREQUENT='200 x nand2_1, 171 x nor2_1, 170 x a21oi_1, 119 x inv_1, 103 x ha_1'
REGTOREGSETUPSLACK_PS=29500
SYN-MEAN-INSTANCE-AREA_UM2=6.466
ENABLE_FLOP_CELLS=9
LAYOUT.FILLER_CELLS=1957
OUTCOME='completed'
CAP_VIOLATIONS=0
NUMBER_OF_GLOBAL_ROUTE_VIAS_BEFORE_REPAIR=13060
TOOL_WARNINGS=95
SYNTH-WARNING-COUNT=4
INITCOREUTIL_PCT=51.27
TIMING.HOLD.WORST.CLASS='reg -> reg'
DRC_ERRORS=0
INSERTION_DELAY_PS=340
SYNTHMOSTINSTANTIATEDCELL='nand2_1'
FINALSETUPVIOLCOUNT=0
CTS-HTREE-LEVELS=1
[logic make-up (layout without fill, tap and decap cells)]
kind of cell	count (synthesis)	in the layout	synth area share, %
fa+ha+maj	105	105	11.84
compound gates	597	597	35.16
flops	26	26	6.198
other cells	1	2	0.03341
mux	55	55	5.228
buf+inv	278	397	11.04
xor+xnor	54	54	4.214
simple gates	620	620	26.30
[metal layers]
layer	GRT usage [%]	wire, um	vias up
met3	6.597	5542	179
met5	0	0	-
met4	23.19	3323	0
li1	-	-	6578
met2	68.48	22650	1031
met1	60.35	20360	6526
[per-stage QoR]
| stage | hold slack [ps] | std cells | util [%] | area (um2) |
|---|---|---|---|---|
| finish | 450.7 | 2136 | 61.76 | 13520 |
| global route | 464.5 | 2136 | 61.76 | 13520 |
| CTS | 449.7 | 2136 | 61.76 | 13520 |
| detailed placement | 430.3 | 2124 | 61.14 | 13380 |
| global placement | 416.3 | 2124 | 61.14 | 13380 |
| floorplan | 409.7 | 1737 | - | 11230 |
[power by group]
group / internal, uW / switching, uW / leakage [uW]
Sequential: 28.4 / 2.38 / 0.000304
Combinational: 105 / 125 / 0.00521
Clock: 27.1 / 12.5 / 0.0000990
Total: 161 / 140 / 0.00562
[state kept, by name, indices dropped and copies added (netlist names)]
signal	cells
clk_div_8.out_clk	1
my_counter.out	1
my_counter.count_0	4
clk_div_8.count	4
instance_pc.pc	12
my_counter.count_1	4
[placed cells by master (no fill, tap or decap), types with 16 or more instances in the layout]
master,n
a31oi_1,17
nor2_1,170
o211ai_1,30
nor4_1,21
nor3_1,36
clkdlybuf4s50_1,233
xnor2_1,43
o21ai_0,96
nand3_1,31
a21oi_1,170
or3_1,26
a211oi_1,42
a21o_1,19
nand2_1,200
nand4_1,27
mux2i_1,37
dfrtp_1,17
buf_4,31
and3_1,17
nand2b_1,30
ha_1,103
o22ai_1,42
mux2_2,16
o31ai_1,16
inv_1,127
[layout make-up]
class | count | area [um2] | share of cell area [%]
inverter | 119 | 446.7 | 3.304
sequential | 26 | 695.7 | 5.146
clock inverter | 10 | 63.81 | 0.4720
clock buffer | 3 | 75.07 | 0.5553
timing repair buffer | 265 | 2570 | 19.01
tap | 280 | 350.3 | 2.591
multi-input combinational | 1433 | 9318 | 68.92
[critical path, stage by stage (launching register included)]
cell and delay, ps:
edfxtp_1 490, and3_1 210, clkdlybuf4s50_1 470
[final timing paths]
check / endpoint
worst max register to register: my_counter.count_1[3]
worst min register to register: clk_div_8.count[0]
worst min-delay path: clk_div_8.count[0]
min in group asynchronous: clk_div_8.out_clk
worst max-delay path: wren
max in group asynchronous: clk_div_8.count[3]
Power figures rest on the tool's default switching activity, not on a simulated workload.
